### flow/run.sh
#!/bin/bash
# OpenROAD 26Q1-2900-gdf79404cd8, Yosys 0.63+post, stock flow scripts
make -C /OpenROAD-flow-scripts/flow DESIGN_CONFIG=/design/flow/config.mk WORK_HOME=/design/flow/orfs finish
### flow/config.mk
export PLATFORM = sky130hd
export DESIGN_NAME = singlecycle_ctlpath
export DESIGN_NICKNAME = singlecycle_ctlpath
export VERILOG_FILES = /design/flow/design.v
export SDC_FILE = /design/flow/constraint.sdc
export NUM_CORES = 4
export LEC_CHECK = 1
export CORE_AREA = 10 10 70 70
export DIE_AREA = 0 0 80 80
### flow/constraint.sdc
current_design singlecycle_ctlpath

set clk_period 2.4
set clk_io_pct 0.2

create_clock -name clk0 -period $clk_period

set non_clock_inputs [all_inputs -no_clocks]
set_input_delay [expr $clk_period * $clk_io_pct] -clock clk0 $non_clock_inputs
set_output_delay [expr $clk_period * $clk_io_pct] -clock clk0 [all_outputs]
### flow/design.v
module alu_control (
    input        [1:0] alu_op_type,
    input        [2:0] inst_funct3,
    input        [6:0] inst_funct7,
    output logic [4:0] alu_function
);
    logic [4:0] default_funct;
    logic [4:0] secondary_funct;
    logic [4:0] op_funct;
    logic [4:0] op_imm_funct;
    logic [4:0] branch_funct;
    logic [4:0] m_extension_funct;
    always_comb
        case (alu_op_type)
            2'b00:           alu_function = 5'b00001;
            2'b10:            alu_function = op_funct;
            2'b11:        alu_function = op_imm_funct;
            2'b01:        alu_function = branch_funct;
            default:                alu_function = 5'bx;
        endcase
    always_comb
        if (inst_funct7[5])     op_funct = secondary_funct;
        else if(inst_funct7[0]) op_funct = m_extension_funct;
        else                    op_funct = default_funct;
    always_comb
        if (inst_funct7[5] && inst_funct3[1:0] == 2'b01)
                op_imm_funct = secondary_funct;
        else    op_imm_funct = default_funct;
    always_comb
        case (inst_funct3)
            3'b000:    default_funct = 5'b00001;
            3'b001:        default_funct = 5'b00011;
            3'b010:        default_funct = 5'b00111;
            3'b011:       default_funct = 5'b01000;
            3'b100:        default_funct = 5'b01001;
            3'b101:     default_funct = 5'b00100;
            3'b110:         default_funct = 5'b01010;
            3'b111:        default_funct = 5'b01011;
            default:                default_funct = 5'bx;
        endcase
    always_comb
        case (inst_funct3)
            3'b000:    secondary_funct = 5'b00010;
            3'b101:     secondary_funct = 5'b00101;
            default:                secondary_funct = 5'bx;
        endcase
    always_comb
        case (inst_funct3)
            3'b000:  branch_funct = 5'b00110;
            3'b001:  branch_funct = 5'b00110;
            3'b100:  branch_funct = 5'b00111;
            3'b101:  branch_funct = 5'b00111;
            3'b110: branch_funct = 5'b01000;
            3'b111: branch_funct = 5'b01000;
            default:            branch_funct = 5'bx;
        endcase
        always_comb
            case (inst_funct3)
                3'b000:    m_extension_funct = 5'b01100;
                3'b001:   m_extension_funct = 5'b01101;
                3'b010: m_extension_funct = 5'b01110;
                3'b011:  m_extension_funct = 5'b01111;
                3'b100:    m_extension_funct = 5'b10000;
                3'b101:   m_extension_funct = 5'b10001;
                3'b110:    m_extension_funct = 5'b10010;
                3'b111:   m_extension_funct = 5'b10011;
                default:            m_extension_funct = 5'bx;
            endcase
endmodule
module control_transfer (
    input  result_equal_zero,
    input  [2:0] inst_funct3,
    output take_branch
);
    always_comb
        case (inst_funct3)
            3'b000:  take_branch = !result_equal_zero;
            3'b001:  take_branch = result_equal_zero;
            3'b100:  take_branch = !result_equal_zero;
            3'b101:  take_branch = result_equal_zero;
            3'b110: take_branch = !result_equal_zero;
            3'b111: take_branch = result_equal_zero;
            default: take_branch = 1'bx;
        endcase
endmodule
module singlecycle_control (
    input  [6:0] inst_opcode,
    input  take_branch,
    output logic pc_write_enable,
    output logic regfile_write_enable,
    output logic alu_operand_a_select,
    output logic alu_operand_b_select,
    output logic [1:0] alu_op_type,
    output logic data_mem_read_enable,
    output logic data_mem_write_enable,
    output logic [2:0] reg_writeback_select,
    output logic [1:0] next_pc_select
);
    always_comb
        case (inst_opcode)
            7'b1100011: next_pc_select = take_branch ? 2'b01 : 2'b00;
            7'b1100111:   next_pc_select = 2'b10;
            7'b1101111:    next_pc_select = 2'b01;
            default:        next_pc_select = 2'b00;
        endcase
    always_comb begin
        pc_write_enable         = 1'b1;
        regfile_write_enable    = 1'b0;
        alu_operand_a_select    = 1'bx;
        alu_operand_b_select    = 1'bx;
        alu_op_type             = 2'bx;
        data_mem_read_enable    = 1'b0;
        data_mem_write_enable   = 1'b0;
        reg_writeback_select    = 3'bx;
        case (inst_opcode)
            7'b0000011:
            begin
                regfile_write_enable    = 1'b1;
                alu_operand_a_select    = 1'b0;
                alu_operand_b_select    = 1'b1;
                alu_op_type             = 2'b00;
                data_mem_read_enable    = 1'b1;
                reg_writeback_select    = 3'b001;
            end
            7'b0001111:
            begin
            end
            7'b0010011:
            begin
                regfile_write_enable    = 1'b1;
                alu_operand_a_select    = 1'b0;
                alu_operand_b_select    = 1'b1;
                alu_op_type             = 2'b11;
                reg_writeback_select    = 3'b000;
            end
            7'b0010111:
            begin
                regfile_write_enable    = 1'b1;
                alu_operand_a_select    = 1'b1;
                alu_operand_b_select    = 1'b1;
                alu_op_type             = 2'b00;
                reg_writeback_select    = 3'b000;
            end
            7'b0100011:
            begin
                alu_operand_a_select    = 1'b0;
                alu_operand_b_select    = 1'b1;
                alu_op_type             = 2'b00;
                data_mem_write_enable   = 1'b1;
            end
            7'b0110011:
            begin
                regfile_write_enable    = 1'b1;
                alu_operand_a_select    = 1'b0;
                alu_operand_b_select    = 1'b0;
                reg_writeback_select    = 3'b000;
                alu_op_type             = 2'b10;
            end
            7'b0110111:
            begin
                regfile_write_enable    = 1'b1;
                alu_operand_a_select    = 1'b0;
                alu_operand_b_select    = 1'b0;
                reg_writeback_select    = 3'b011;
            end
            7'b1100011:
            begin
                alu_operand_a_select    = 1'b0;
                alu_operand_b_select    = 1'b0;
                alu_op_type             = 2'b01;
            end
            7'b1100111:
            begin
                regfile_write_enable    = 1'b1;
                alu_operand_a_select    = 1'b0;
                alu_operand_b_select    = 1'b1;
                alu_op_type             = 2'b00;
                reg_writeback_select    = 3'b010;
            end
            7'b1101111:
            begin
                regfile_write_enable    = 1'b1;
                alu_operand_a_select    = 1'b1;
                alu_operand_b_select    = 1'b1;
                alu_op_type             = 2'b00;
                reg_writeback_select    = 3'b010;
            end
            default:
            begin
                pc_write_enable         = 1'bx;
                regfile_write_enable    = 1'bx;
                data_mem_read_enable    = 1'bx;
                data_mem_write_enable   = 1'bx;
            end
        endcase
    end
endmodule
module singlecycle_ctlpath (
    input  [6:0] inst_opcode,
    input  [2:0] inst_funct3,
    input  [6:0] inst_funct7,
    input  alu_result_equal_zero,
    output pc_write_enable,
    output regfile_write_enable,
    output alu_operand_a_select,
    output alu_operand_b_select,
    output data_mem_read_enable,
    output data_mem_write_enable,
    output [2:0] reg_writeback_select,
    output [4:0] alu_function,
    output [1:0] next_pc_select
);
    logic take_branch;
    logic [1:0] alu_op_type;
    singlecycle_control singlecycle_control(
        .inst_opcode            (inst_opcode),
        .pc_write_enable        (pc_write_enable),
        .regfile_write_enable   (regfile_write_enable),
        .alu_operand_a_select   (alu_operand_a_select),
        .alu_operand_b_select   (alu_operand_b_select),
        .alu_op_type            (alu_op_type),
        .data_mem_read_enable   (data_mem_read_enable),
        .data_mem_write_enable  (data_mem_write_enable),
        .reg_writeback_select   (reg_writeback_select),
        .take_branch            (take_branch),
        .next_pc_select         (next_pc_select)
    );
    control_transfer control_transfer (
        .result_equal_zero  (alu_result_equal_zero),
        .inst_funct3        (inst_funct3),
        .take_branch        (take_branch)
    );
    alu_control alu_control(
        .alu_op_type        (alu_op_type),
        .inst_funct3        (inst_funct3),
        .inst_funct7        (inst_funct7),
        .alu_function       (alu_function)
    );
endmodule
==> run_results.csv <==
group,metric,value,unit
placed_design,pre_cts_ws,-0.609,ns
placed_design,place_congestion,0.940,
power,p_leak,0.000594,uW
yosys,top_cell,"nor2_1",
floorplan,ioPinCount,34,
finish,area_growth,101,%
finish,drive_gt1_share,46.2,%
yosys,yosys-top-cells-count,"15 x nor2_1, 11 x nand2_1, 10 x a21oi_1",
hold_path,holdCritPathClass,"in -> out",
placed_design,dp_cells,211,
global_route,grt.overflow.total,0,
finish,nClkBuffers,0,
detailed_routing,wl_per_cell,12.8,um
final_timing,maxSlewViolCount,0,
global_route,antenna_found_initial,0,
yosys,top_area_share,8.90,%
detailed_routing,drtAntennaViolNets,0,
detailed_routing,drc,0,
floorplan,initCoreUtil,20.6,%
yosys,ys_cells,114,
detailed_routing,wirelength,2790,um
detailed_routing,drtIter0Drc,68,
finish,regArea,0,um2
final_timing,maxClockFrequency,426,MHz
placed_design,portBuffers,27,
worst_setup_path,cp_max_fo,7,
final_timing,hold_violations,0,
run,cap_violations,0,
floorplan,die_h,80,um
detailed_routing,vias,1013,
floorplan,dieArea,0.00640,mm2
finish,seq_cells,0,
power,powerDensity,149,mW/mm2
global_route,grt_pass1_wl,4520,um
floorplan,core.rowCount,21,
global_route,grtUsageTotal,8.13,%
global_route,grt_max_degree,11,
yosys,ys.warnings.count,10,
yosys,syn-cell-area,703,um2
worst_setup_path,critPathRequiredTime,1.92,ns
outcome,outcome,"completed",
yosys,yosysChipArea,703,um2
yosys,ys_seq_share,0,%
detailed_routing,detail_route.first_pass.iterations,4,
detailed_routing,insertedDiodeCount,0,
yosys,avgSynthCellArea,6.17,um2
yosys,synth.top_cells.by_area,"ha_1 8.9%, nor2_1 8.0%, a21oi_1 7.1%",
final_timing,setup_viol,0,
yosys,largest_area_cell,"ha_1",
run,warning_count,41,
clocking,cts_hold_buffers,0,
finish,fillerInstances,325,
finish,finalNonFillerCells,219,
worst_setup_path,cp-end-kind,"output pin",
floorplan,dieWidth,80,um
worst_setup_path,arrival,1.87,ns
yosys,synth.distinct_cells,48,
power,ir_drop,0.0450,mV
final_timing,setup_slack,0.0545,ns
placed_design,hpwl,2050,um
detailed_routing,via_per_inst,4.63,
yosys,synthCells,114,
final_timing,finalCritPeriodShare,97.7,%
global_route,grt_pass1_vias,951,
floorplan,core,0.00342,mm2
final_timing,period_needed,2.35,ns
worst_setup_path,path_class,"in -> out",
worst_setup_path,start_kind,"input pin",
per-layer routing:
layer  up-vias  GRT usage, %  wire length, um
met3         0         0.795              159
met5         -             0                0
li1        532             -                -
met1       451          12.4             1410
met2        30          12.6             1220
met4         0             0                0
layout make-up:
class                           count  area (um2)  area share (%)
Multi-Input combinational cell     98         762            54.0
Timing Repair Buffer               70         572            40.6
Tap cell                           46        57.6            4.08
Inverter                            5        18.8            1.33
power breakdown:
group | switching [uW] | internal, uW
clock | 0 | 0
combinational | 95.1 | 116
sequential | 0 | 0
total | 95.1 | 116
critical path: stages:
cell,delay (ns)
clkdlybuf4s15_2,0.20
buf_6,0.14
ha_4,0.17
buf_6,0.13
o31a_1,0.30
a21oi_2,0.12
o22ai_2,0.09
dlygate4sd2_1,0.24
placed cells by master (no fill, tap or decap), drive strengths merged, types with 2 or more instances in the layout:
cell type,Yosys,final
dlygate4sd2,0,8
a31oi,3,3
inv,5,5
a21oi,11,11
nand3,2,2
ha,5,5
buf,8,48
o22ai,6,6
nor2b,2,2
clkdlybuf4s15,0,3
clkdlybuf4s50,0,10
nor3,2,2
o21ai,6,6
or2,2,2
nand2,11,11
nand2b,3,3
mux2,2,2
o31a,2,2
conb,2,2
nor2,15,15
cells by family (layout without fill, tap and decap cells):
group	Yosys count	in the layout	synth area share, %
compound gates	38	38	36.5
buf+inv	16	75	11.6
other cells	2	2	1.07
fa+ha+maj	6	6	10.3
xor+xnor	2	2	2.49
mux	2	2	3.20
simple gates	48	48	34.9
final timing paths:
| kind | start | slack, ns | cells after the start | endpoint |
|---|---|---|---|---|
| max | inst_funct3[0] | 0.05 | 8 | alu_function[2] |
| min | inst_funct3[1] | 1.52 | 5 | alu_function[1] |
metrics by stage:
stage	TNS (ns)	power (uW)	utilization, %	hold WS, ns	area, um2
2_1_floorplan	0	85.1	-	1.06	703
3_3_place_gp	-5.28	183	36.0	2.06	1230
3_5_place_dp	-5.54	183	36.0	2.08	1230
4_1_cts	0	204	40.4	1.60	1380
5_1_grt	-0.000614	231	41.3	1.58	1410
6_report	0	211	41.3	1.52	1410
timing repair:
action                     4_1_cts  5_1_grt
setup endpoints to repair       14        8
buffers inserted                 4        2
pin swaps                       14        3
resized                         62       12
gates cloned                     2        0
Power is estimated from default activity; no workload was simulated.
